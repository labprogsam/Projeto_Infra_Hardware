==> design.v <==
module mux2x1(
    input state, 
    input[31:0] in0, 
    input[31:0] in1, 
    output reg[31:0] out);
    always@(*) begin
        case (state)
            1'b0: out = in0;
            1'b1: out = in1; 
        endcase
    end
endmodule
==> run.sh <==
#!/bin/bash
# OpenROAD 26Q1-2900-gdf79404cd8, Yosys 0.63+post, stock flow scripts
make -C /OpenROAD-flow-scripts/flow DESIGN_CONFIG=/design/flow/config.mk WORK_HOME=/design/flow/orfs finish
==> config.mk <==
export PLATFORM = sky130hd
export DESIGN_NAME = mux2x1
export DESIGN_NICKNAME = mux2x1
export VERILOG_FILES = /design/flow/design.v
export SDC_FILE = /design/flow/constraint.sdc
export NUM_CORES = 4
export LEC_CHECK = 1
export CORE_AREA = 10 10 70 70
export DIE_AREA = 0 0 80 80
==> constraint.sdc <==
current_design mux2x1

set clk_period 1.0
set clk_io_pct 0.2

create_clock -name clk0 -period $clk_period

set non_clock_inputs [all_inputs -no_clocks]
set_input_delay [expr $clk_period * $clk_io_pct] -clock clk0 $non_clock_inputs
set_output_delay [expr $clk_period * $clk_io_pct] -clock clk0 [all_outputs]
==> notes.md <==
impl run done, here's what came out: # IOs 97, crit path cell chain buf_12 -> buf_12 -> buf_8 -> mux2_4 -> buf_6, static leakage between 0.9 and 1 nW, grt ovf 0, register area 0 um2, Buf+Inv Stages, Crit Path 4, Comb area about 480 um2, Req. time, crit path around 0.8 ns, failing checks negative setup slack, fillcell total approximately 330, vias in the first global route 824, pin count of the biggest net entering global routing 8, Top cell area share between 80% and 90%, drc violations 0, NetSw ~0.14 mW, cell type with the largest total area mux2_4, Worst IR Drop VDD between 0.00015 and 0.0002 V, WP data arrival around 0.98 ns, gr usage total 7.87%, # Cells Yosys 36, Detailed Route WL ~2800 um, unrepaired setup endpoints after global routing true, ant diodes 0, CP most frequent cell buf_12, die width around 80 um, slowest CP cell mux2_4, row cnt 21, Reg power frac 0%, CP Launch Type input pin, Final ANT Viol Nets 0, Final Hold Vio Count 0, Least-Margin Pin Slew a little over 0.06 ns, gp weighted congestion roughly 0.76, post-placement cell area about 1500 um2, Pre-antenna DRT Iters 2, Design Area, Final between 1500 and 2000 um2, Internal 0.519 mW, Slew Viols, Final 0, Chip Height 80 um, delay-heaviest family, CP buffers and inverters, Mapped Cells 36, die area approximately 6400 um2, Area Growth Syn to Fin 212%, type of destination of the critical path output pin, status finished with violations, FP Core Util ~16%, kind of critical path in -> out, Vias roughly 730, clk_buf instances 0, fin worst setup slack -0.175 ns, PwrDens approximately 390 nW/um2, OpenROAD warning count 34, Core Util, Final 49.7%, Place WS -0.497 ns, Routed WL per cell 14.8 um, Comb power frac 100.0%, minimum clock period 1.18 ns, fin crit share 118%, post-synthesis sequential area ratio 0%, seq_cells 0, share of cells above drive strength 1 between 50% and 60%, mean post-synth cell area ~15 um2, yosys synthesis chip area between 500 and 600 um2, Max Freq 851 MHz, Hold Crit Class in -> out, Slew headroom a little over nine tenths, DP HPWL between 2000 and 2500 um, Sw Share a little over a fifth, Vias/cell approximately 3.8, Synth Cell Area about 540 um2, core footprint 3420 um2, first-pass GRT wire length roughly 4100 um, antenna violations before repair 0, critical path's largest stage delay approximately 0.30 ns, distinct lib cells 4, Max Cap Violations 0, Cell area leaders mux2_4 83%, buf_12 11%, mux2_2 4.1%, buf_6 2.1%, Clk pwr share 0%, Overall Power 0.660 mW, final setup vio count 32, crit-path max FO 7, most frequent cell after synthesis mux2_4, 1st-iter DRT viols 4, top cells by instance count after synthesis 30 x mux2_4, 3 x buf_12, 2 x mux2_2, Synth warnings 1, Port Buf Inserts between 90 and 100
[per-stage QoR]
stage                     cells  hold WS, ns  setup TNS [ns]
after floorplan              36        0.498               0
after global placement      177         1.33          -15.25
after detailed placement    177         1.33          -15.27
after CTS                   192        0.800           -5.20
after global routing        192        0.714           -5.62
final                       192        0.694           -5.03
[power by group through the flow]
stage | sequential (mW) | clock [mW] | combinational (mW)
after CTS | 0 | 0 | 0.644
final | 0 | 0 | 0.660
after global routing | 0 | 0 | 0.706
[what timing repair did]
item | 4_1_cts | 5_1_grt
buffers inserted | 14 | 0
hold buffers | 0 | 0
endpoints found under the hold margin | 0 | 0
endpoints found under the setup margin | 32 | 32
gates resized | 170 | 23
cloned | 1 | 0
[cell usage in the layout (no fill, tap or decap)]
cell / count
buf_16: 1
buf_6: 29
buf_4: 2
buf_12: 3
dlymetal6s2s_1: 14
buf_2: 12
clkdlybuf4s50_1: 10
dlygate4sd2_1: 40
mux2_4: 32
buf_8: 3
[layout make-up]
| type | instances | area share [%] |
|---|---|---|
| Multi-Input combinational cell | 32 | 28.3 |
| Tap cell | 46 | 3.39 |
| Timing Repair Buffer | 114 | 68.3 |
[per-layer routing]
layer  wire (um)  GRT usage [%]
met1        1140           8.97
met2        1390           14.3
met3         313           3.07
met4           0              0
met5           0              0
[cell families (layout without fill, tap and decap cells)]
kind of cell | Yosys count | after routing | synth area share (%)
mux | 32 | 32 | 86.9
buf+inv | 4 | 114 | 13.1
[path summary, 6_finish.rpt]
path              startpoint      end  cells past startpoint
setup / recovery       state  out[31]                      5
hold / removal       in0[24]  out[24]                      3
Power figures rest on the tool's default switching activity, not on a simulated workload.
