$ cat flow/run.sh
#!/bin/bash
# OpenROAD 26Q1-2900-gdf79404cd8, Yosys 0.63+post, stock flow scripts
make -C /OpenROAD-flow-scripts/flow DESIGN_CONFIG=/design/flow/config.mk WORK_HOME=/design/flow/orfs finish
$ cat flow/config.mk
export PLATFORM = sky130hd
export DESIGN_NAME = mux8x1
export DESIGN_NICKNAME = mux8x1
export VERILOG_FILES = /design/flow/design.v
export SDC_FILE = /design/flow/constraint.sdc
export NUM_CORES = 4
export LEC_CHECK = 1
export CORE_AREA = 10 10 120 120
export DIE_AREA = 0 0 130 130
$ cat flow/constraint.sdc
current_design mux8x1

set clk_period 5.8
set clk_io_pct 0.2

create_clock -name clk0 -period $clk_period

set non_clock_inputs [all_inputs -no_clocks]
set_input_delay [expr $clk_period * $clk_io_pct] -clock clk0 $non_clock_inputs
set_output_delay [expr $clk_period * $clk_io_pct] -clock clk0 [all_outputs]
$ cat flow/design.v
module mux8x1(
    input [2:0] state, 
    input[31:0] in0, 
    input[31:0] in1, 
    input[31:0] in2, 
    input[31:0] in3, 
    input[31:0] in4,
    input[31:0] in5,
    input[31:0] in6,
    input[31:0] in7,
    output reg[31:0] out);
    always@(*) begin
        case (state)
            3'b000: out = in0;
            3'b001: out = in1; 
            3'b010: out = in2;
            3'b011: out = in3;
            3'b100: out = in4;
            3'b101: out = in5;
            3'b110: out = in6;
            3'b111: out = in7;
        endcase
    end
endmodule
==> flow_metrics.tcl <==
# metrics dict for downstream scripts
set metrics [dict create \
    ctsHoldBuffers 0 \
    path_max_fanout 36 \
    dp.cells 712 \
    slowest_delay_ns 0.71 \
    worst_slack_ns 1.09 \
    fp-utilization_pct 18.8 \
    worstMarginPinSlew_ns 0.755 \
    drc 0 \
    areaGrowthSynthToFinish_pct 130 \
    slew_headroom_pct 49.7 \
    fillCellCount 1218 \
    finalHoldViolCount 0 \
    ys_seq_share_pct 0 \
    grt.overflow.total 0 \
    die_h_um 130 \
    register_area_sq_um 0 \
    end_kind "primary output" \
    peakVddDrop_mv 0.0267 \
    holdWs_ns 3.24 \
    ys_cells 306 \
    lay_top_cells "clkdlybuf4s50_1, a22oi_1, nand2b_1, nor2_1, mux2_2" \
    crit_buf_inv 3 \
    fin_crit_sh_pct 81.2 \
    grt_pass1_wl_um 21100 \
    numPortBuffers 291 \
    firstDrtPassIters 4 \
    ys_types 29 \
    coreArea_sq_um 11900 \
    drt_iter0_markers 220 \
    rows 40 \
    final_common_cell "clkdlybuf4s50_1" \
    drt_wl_total_um 14600 \
    die-width_um 130 \
    hold_class "input pin to primary output" \
    cp_slowest_cell "and3b_1" \
    yosys_area_sq_um 2240 \
    wl_per_cell_um 20.6 \
    drive_gt1_share_pct 12.2 \
    hold-path-cell-count 4 \
    place_congestion 0.847 \
    antenna_found_initial 0 \
    setup_violations 0 \
    crit_arrival_ns 3.55 \
    viasPerCell 4.94 \
    postCtsSetupBuffers 0 \
    syn_inst 306 \
    avgSynthCellArea_sq_um 7.34 \
    grt_pass1_vias 3711 \
    grt_max_degree 69 \
    ant_nets 0 \
    post-route-min-period_ns 4.71 \
    critical_path_class "input pin to primary output" \
    gr-usage-all-layers_pct 16.0 \
    num_vias 3517 \
    ios 291 \
    p_per_area_nw_per_um2 72.2 \
    num-clock-buffers 0 \
    postLayoutCoreUtil_pct 43.4 \
    maxCapViolCount 0 \
    cp.depth 6 \
    start_kind "input pin" \
    fmax_mhz 212 \
    die_area_sq_um 16900 \
    setup_tns_ns 0 \
    crit_chain "buf_2, and3b_1, buf_4, a22oi_1, a31oi_1, clkdlybuf4s50_1" \
    seq_cell_count 0 \
    post-dp-hpwl_um 12000 \
    antennaDiodeCount 0 \
    run_status "finished, final reports clean" \
    cts_resized 0 \
    rsz0062_at_grt "false" \
    total_leakage_power_nw 1.85 \
    synth_warnings 1 \
    warnings 32 \
    netlist_area_sq_um 2240 \
    place_ws_ns 1.03 \
    required_ns 4.64 \
    cp_top_family "buffers and inverters" \
    final_cells 712 \
    drv_slew 0 \
]
[worst paths after layout]
path	from	to	slack, ns
hold / removal	state[2]	out[8]	3.24
setup / recovery	state[0]	out[19]	1.09
[Yosys cell counts]
library cell / number / area share [%]
nand2_1: 11 / 1.8
buf_2: 26 / 5.8
o32a_1: 3 / 1.3
buf_12: 1 / 0.89
buf_6: 3 / 1.5
a21bo_2: 25 / 11
a211o_1: 1 / 0.39
nor3b_1: 1 / 0.33
nor2_1: 29 / 4.8
or3_4: 1 / 0.50
a21oi_1: 2 / 0.45
a22oi_1: 53 / 18
clkbuf_2: 1 / 0.22
o21ai_0: 3 / 0.67
o2bb2ai_1: 3 / 1.2
o211ai_1: 25 / 8.4
inv_1: 3 / 0.50
nor2_2: 1 / 0.28
mux2_2: 28 / 14
buf_4: 3 / 1.0
mux4_2: 3 / 3.0
nand2b_1: 32 / 8.9
clkbuf_1: 5 / 0.84
and3b_1: 2 / 0.78
mux2i_1: 6 / 2.7
a221oi_1: 3 / 1.2
nand4b_1: 3 / 1.2
and4b_1: 2 / 0.89
a31oi_1: 27 / 7.5
[kinds of logic after synthesis]
group,share of synthesized area (%)
AOI/OAI and AO/OA,49.9
buffers and inverters,10.8
muxes,19.7
and+or+nand+nor,19.6
[layer usage]
| metal | wire, um | track usage (%) |
|---|---|---|
| met5 | 0 | 0 |
| met4 | 123 | 1.26 |
| met1 | 5460 | 17.8 |
| met2 | 7380 | 29.4 |
| met3 | 1660 | 5.72 |
[metrics by stage]
step	power (W)	instance area (sq um)
global route	0.000404	5170
global placement	0.000375	5170
detailed placement	0.000377	5170
finish	0.000373	5170
floorplan	0.000124	2240
CTS	0.000379	5170
[worst min-delay path, stage by stage]
cell,delay (ns)
buf_2,0.20
o211ai_1,0.21
a31oi_1,0.08
clkdlybuf4s50_1,0.42
[cell type report]
type	instances	area, sq um	area share [%]
inverters	3	11.3	0.218
well taps	147	184	3.56
multi-input cells	264	2010	38.9
repair buffers	298	2970	57.3
[power by group]
part / internal, W / leakage [nW] / switching [W] / total (W)
Combinational: 0.000267 / 1.85 / 0.000107 / 0.000373
Clock: 0 / 0 / 0 / 0
Sequential: 0 / 0 / 0 / 0
Total: 0.000267 / 1.85 / 0.000107 / 0.000373
Power is estimated from default activity; no workload was simulated.
