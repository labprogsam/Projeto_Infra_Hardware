==> design.v <==
module mux4x1(
    input [1:0] state, 
    input[31:0] in0, 
    input[31:0] in1, 
    input[31:0] in2, 
    input[31:0] in3,  
    output reg[31:0] out);
    always@(*) begin
        case (state)
            2'b00: out = in0;
            2'b01: out = in1; 
            2'b10: out = in2;
            2'b11: out = in3;
        endcase
    end
endmodule
==> run.sh <==
#!/bin/bash
# OpenROAD 26Q1-2900-gdf79404cd8, Yosys 0.63+post, stock flow scripts
make -C /OpenROAD-flow-scripts/flow DESIGN_CONFIG=/design/flow/config.mk WORK_HOME=/design/flow/orfs finish
==> config.mk <==
export PLATFORM = sky130hd
export DESIGN_NAME = mux4x1
export DESIGN_NICKNAME = mux4x1
export VERILOG_FILES = /design/flow/design.v
export SDC_FILE = /design/flow/constraint.sdc
export NUM_CORES = 4
export LEC_CHECK = 1
export CORE_AREA = 10 10 84 84
export DIE_AREA = 0 0 94 94
==> constraint.sdc <==
current_design mux4x1

set clk_period 1.1
set clk_io_pct 0.2

create_clock -name clk0 -period $clk_period

set non_clock_inputs [all_inputs -no_clocks]
set_input_delay [expr $clk_period * $clk_io_pct] -clock clk0 $non_clock_inputs
set_output_delay [expr $clk_period * $clk_io_pct] -clock clk0 [all_outputs]
==> run notes <==
Figures from the implementation reports.

- The final HPWL from detailed placement reads 5690 microns.
- Including well taps, the total number of placed cells is around 270.
- The die outline height is approximately 94 microns.
- Entering global routing, the biggest net connects 11 pins.
- In this run, post-CTS hold repair placed 0 buffers.
- The critical path launch point type is a primary input.
- The warning tally printed by Yosys for this design is 1.
- The standard-cell row count reads 26.
- The achievable clock frequency is 714 MHz.
- The number of warnings the tools reported reads 35.
- The flow ran to the end, but the final reports show violations.
- The routed wirelength normalized by instance count reads 24.0 microns.
- The sequential cell count reads 0.
- The checks that failed: setup timing.
- The clock period minus final worst setup slack is 1.40 ns.
- The overall global routing resource usage reads 14.6%.
- The final count of negative-setup-slack endpoints reads 32.
- Setup repair after global routing could not meet its margin everywhere.
- The count of antenna-violating nets left after detailed routing is 0.
- The data required time of the worst path reads 0.88 ns.
- The area taken by flip-flops and latches reads 0 sq um.
- The final RePlAce weighted congestion reads roughly 0.81.
- The design draws roughly 0.8 mW.
- The wire length of the first global-routing pass reads around 9400 microns.
- Using the TritonRoute via totals, the vias-per-cell ratio works out to 4.33.
- The post-placement worst setup slack reads -0.869 ns.
- The endpoint class of the critical path is an output pin.
- The leakage power summed over all cells is 1.15 nW.
- The effective utilization at floorplan is 15.6%.
- The areal power density over the cells reads 342 nW/um^2.
- The number of distinct library cells after synthesis is 5.
- The max-slew violation count reads 0.
- The most common logic cell in the routed design reads dlygate4sd2_1.
- The layout summary lists the proportion of cells stronger than drive strength 1 as 41.8%.
- The area recorded from the Yosys report for this design is 815 sq um.
- The worst hold path class is primary input to output pin.
- The most common logic cells in the final layout are dlygate4sd2_1 (120), buf_2 (36), mux4_2 (32), buf_12 (6), buf_6 (5).
- The final report lists a non-filler cell total of 280.
- The number of maximum-capacitance constraint violations is 0.
- The die area is slightly below 9000 sq um.
- The largest driver fanout on the critical path is 5.
- The type of the setup path with the least slack reads primary input to output pin.
- The number of placed I/O pins is 162.
- The share of the core filled with cells in the final layout is 45.8%.
- The cell count after synthesis reads 39.
- Measured against its own limit, the worst slew margin works out to 92.7%.
- The initial antenna violation count is 2.
- The total DRC errors in the routed layout reads 0.
- The average instance area after synthesis is 20.9 sq um.
- The post-route clock period utilization reads 127%.
- In the final layout, the fill cell count is 525.
- The number of endpoints with negative hold slack in the final report reads 0.
- Detailed-route iteration 0 reported a violation count of 24.
- The via count of the first global-routing pass is 1466.
- The maximum vdd ir drop reads 0.162 mV.
- The core box area is about 5200 sq um.
- At the worst endpoint, the arrival time is approximately 1.2 ns.
- The routed design has 6710 microns of wire.
- The area of the mapped netlist is 815 sq um.
- The number of cells reported by Yosys stat comes to 39.
- The actual transition at the worst max-transition pin is 0.110 ns.
- In this run the tool buffered the top-level ports with between 150 and 200 buffer cells.
- The die is 94 microns wide.
- After synthesis, flip-flops and latches occupy 0% of the total area.
- The final setup slack of the worst path reads -0.301 ns.
- The first-pass iteration count of the detailed router reads 3.
- Per the GRT congestion report, total overflow comes to 0.
- The number of clock buffers in the layout reads 0.
- The footprint of the multi-input gates is just over 700 sq um.
- The total number of vias reads 1212.
- The post-synthesis to final-layout area growth reads 193%.
==> cell type report <==
class                           count  area share (%)
Multi-Input combinational cell     32            30.2
Timing Repair Buffer              176            65.9
Antenna cell                        2           0.210
Tap cell                           70            3.67
==> final timing paths <==
check | start | endpoint | slack, ns | depth (start not counted)
setup / recovery | state[0] | out[23] | -0.30 | 5
hold / removal | in3[28] | out[28] | 0.83 | 3
==> synth_stat cells, drive strengths merged <==
cell type	instances	area share, %
buf	7	11
mux4	32	89
==> report_power, final <==
part	switching, mW	internal, mW	total, mW	leakage, nW
clock	0	0.000000243	0.000000243	0.0000127
combinational	0.216	0.600	0.816	1.15
sequential	0	0	0	0
==> logic make-up after synthesis <==
group                  synth area share (%)
multiplexers                           89.4
buffers and inverters                  10.6
==> metal layers <==
| layer | vias up | share of wire, % | global-route usage (%) |
|---|---|---|---|
| met1 | 589 | 36 | 17.3 |
| met2 | 70 | 56 | 26.8 |
| met4 | 0 | 0.31 | 0.506 |
| met5 | - | 0 | 0 |
| met3 | 2 | 7.3 | 4.28 |
| li1 | 551 | - | - |
==> worst max-delay path, cell delays in order <==
cell	delay, ns
buf_12	0.10
buf_12	0.11
buf_12	0.11
mux4_2	0.50
buf_2	0.13
==> what timing repair did <==
action,4_1_cts,5_1_grt
buffers inserted,6,1
pin swaps,0,0
setup endpoints to repair,32,32
resized,269,4
gates cloned,5,0
==> metrics by stage <==
stage | area [sq um] | TNS, ns | hold WS, ns
5_1_grt | 2380 | -8.89 | 0.852
4_1_cts | 2390 | -8.54 | 0.831
2_1_floorplan | 823 | -0.949 | 0.526
3_5_place_dp | 2480 | -26.78 | 1.33
6_report | 2380 | -7.74 | 0.833
3_3_place_gp | 2480 | -26.66 | 1.32
No activity file was given, so power comes from the tool's default toggle rates.
